## design.v

```verilog
`timescale 1ns / 1ps
module blinky(clk, led);
    input clk;
    output [0:0]led;
    reg [24:0]count = 0;
    always @(posedge clk) count <= count + 1;
    assign led[0] = count[24];
endmodule
```

## run.sh

```bash
#!/bin/bash
# OpenROAD 26Q1-2900-gdf79404cd8, Yosys 0.63+post, stock flow scripts
make -C /OpenROAD-flow-scripts/flow DESIGN_CONFIG=/design/flow/config.mk WORK_HOME=/design/flow/orfs finish
```

## constraint.sdc

```tcl
current_design blinky

set clk_period 3.5
set clk_io_pct 0.2

create_clock -name clk0 -period $clk_period [get_ports {clk}]

set non_clock_inputs [all_inputs -no_clocks]
set_input_delay [expr $clk_period * $clk_io_pct] -clock clk0 $non_clock_inputs
set_output_delay [expr $clk_period * $clk_io_pct] -clock clk0 [all_outputs]
```

## config.mk

```make
export PLATFORM = sky130hd
export DESIGN_NAME = blinky
export DESIGN_NICKNAME = blinky
export VERILOG_FILES = /design/flow/design.v
export SDC_FILE = /design/flow/constraint.sdc
export NUM_CORES = 4
export LEC_CHECK = 1
export CORE_AREA = 10 10 102 102
export DIE_AREA = 0 0 112 112
```

==> flow_summary.toml <==
# synthesis and place-and-route metrics
[run_status]
status = "finished clean"

[logic_synthesis]
synth.avg_cell_area_um2 = 11.5
ys_ff = 25
syn_inst = 85
synth_area_um2 = 981
yosysWarnings = 1
top_area_share_pct = 51.0
ys_seq_share_pct = 51.0
topCellsByArea = "dfxtp_1 (51%), xnor2_1 (13%), xor2_1 (7.1%)"
yosys_area_um2 = 981
synth_stat.cells = 85
yosysUniqueCellTypes = 15
yosysTopAreaCell = "dfxtp_1"

[clocking]
clockBufferDepth = 2
numCtsBuffers = 3
clk_latency_ns = 0.26
ctsResizeCount = 0
h-tree-depth = 1
cts-root-buf = "clkbuf_8"
path_clk_slew_ns = 0.08
post_cts_buffers = 0
cts_tree = "done"
ctsHoldBuffers = 0
cts.sinks = 25

[pwr]
power_mw = 0.446
irDropWorstVdd_v = 0.000229
p_per_area_nw_per_um2 = 382
p_leak_nw = 0.419

[global_routing]
grt_overflow = 0
grt_pass1_vias = 545
grt_max_degree = 14
antenna_found_initial = 0
grt_pass1_wl_mm = 2.39
track_usage_pct = 2.07

[detailed_routing]
detailedRoute.firstPassIterationCount = 4
drc = 0
diodes = 0
post_drt_wl_per_cell_um = 6.23
vias_per_cell = 2.87
vias = 560
wl_mm = 1.21
drt_iter0_drc = 13
ant_nets = 0

[worst_setup_path]
worstSetupPathType = "reg2out"
cp_top_family = "buffers and inverters"
end_kind = "output pin"
cp.required_ns = 2.80
critPathSlowestCell = "clkdlybuf4s50_1"
critPathMaxStageDelay_ns = 0.47
path_buffers = 1
startpoint_type = "flop"
critPathMaxFanout = 2
cp_cell_sequence = "clkdlybuf4s50_1"
arrival_ns = 1.07

[final_layout]
largest_reg_flops = 25
top_register = "count"
drive_gt1_share_pct = 10.0
syn_to_final_growth_pct = 19.0
lay_top_cells = "dfxtp_1 (25), xnor2_1 (15), nand3_1 (9)"
reg_top3 = "count: 25 flops"
stdcell_area_um2 = 1170
mostFrequentLayoutCell = "dfxtp_1"

[final_timing]
maxSlewViolCount = 0
slew_headroom_pct = 75.7
setup_violations = 0
min_period_ns = 1.77
post-route-period-util_pct = 50.6
skew_ns = 0.00191
worst_slew_pin_slew_ns = 0.362
max_freq_mhz = 565
tns_ns = 0
hold_viol = 0
rsz0062_at_grt = "no"

[place]
io_buffer_count = 1
placed_area_um2 = 1120
gp_congestion = 0.710
dp_hpwl_um = 905

[floorplan]
core_area_um2 = 8220
die_y_um = 112
fp-utilization_pct = 11.9
die_w_um = 112
pin_count = 2
rows = 33
fp.dieArea_um2 = 12500

[job]
drv_cap = 0
openroad.warnings = 25

[min_path]
min_path_type = "reg2reg"
-- report_power, final --
group / leakage (nW) / switching (mW) / internal, mW / total (mW)
Sequential: 0.201 / 0 / 0.284 / 0.284
Combinational: 0.195 / 0 / 0 / 0.000000195
Clock: 0.0228 / 0.0810 / 0.0811 / 0.162
-- kinds of logic (layout without fill, tap and decap cells) --
logic type / Yosys count / in the layout / synth area share, %
and+or+nand+nor: 34 / 34 / 26.4
adders and majority gates: 1 / 1 / 1.28
xor gates and xnor gates: 23 / 23 / 20.5
buffers and inverters: 2 / 7 / 0.766
DFF: 25 / 25 / 51.0
-- final timing paths --
| path | start | endpoint | slack (ns) | cells after the start |
|---|---|---|---|---|
| worst max-delay path | count[24] | led[0] | 1.73 | 1 |
| worst min-delay path | count[0] | count[0] | 0.42 | 1 |
| worst max register to register | count[0] | count[24] | 1.99 | 5 |
| worst min register to register | count[0] | count[0] | 0.42 | 1 |
-- metrics by stage --
stage	hold WS [ns]	util [%]	setup WS, ns	std cells
after detailed placement	0.400	13.7	1.99	191
after global placement	0.391	13.7	2.00	191
final	0.423	14.2	1.73	195
after CTS	0.421	14.2	1.71	195
after floorplan	0.383	-	2.11	85
after global routing	0.446	14.2	1.67	195
-- routing by layer --
metal  share of wire (%)  track usage [%]  vias up
met4                   0           0.0846        0
li1                    -                -      304
met5                   0                0        -
met1                  57             3.14      253
met3                 3.6            0.760        0
met2                  39             2.84        3
-- final cells by class --
| type | instances | area [um2] |
|---|---|---|
| flip-flops and latches | 25 | 500 |
| repair buffers | 1 | 10.0 |
| clock buffers | 4 | 45.0 |
| inverters | 2 | 7.51 |
| multi-input cells | 58 | 473 |
| well taps | 105 | 131 |
| fillers | 903 | 7050 |
-- cell usage after synthesis --
library cell / count
inv_1: 2
ha_1: 1
nand4_1: 4
nor4_4: 2
nand2_1: 4
xnor2_1: 15
nand4_4: 2
and3_2: 1
nand3_1: 9
xor2_1: 8
dfxtp_1: 25
and3_1: 5
nor2_1: 4
and4_1: 2
nand3_4: 1
Power figures rest on the tool's default switching activity, not on a simulated workload.
