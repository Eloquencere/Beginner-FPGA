`/design/flow/design.v`:
```
`timescale 1ns / 1ps
module SRJK(clk , S, R, rst, switch, SRQ, SRQB, ClkDisp);
    input clk , S, R, rst, switch;
    output SRQB, ClkDisp;
    output reg SRQ;
    assign ClkDisp = DividedClk;
    assign SRQB = ~SRQ;
    integer count = 0;
    reg DividedClk = 0;
    always @(posedge clk) 
    begin: ClockDivider
        count <= count + 1;
        if(count == 70_000_000)
        begin
            DividedClk <= ~DividedClk;
            count <= 0;
        end
    end: ClockDivider
    always @ (posedge DividedClk)
    begin
        if(rst)
            SRQ <= 1'b0;
        else
        begin
            case ({S,R})
            2'b00: SRQ <= SRQ;
            2'b01: SRQ <= 1'b0;
            2'b10: SRQ <= 1'b1;
            2'b11: begin if(switch) SRQ <= 1'bx; else SRQ <= ~SRQ; end
            endcase
        end
    end
endmodule
```
`/design/flow/config.mk`:
```
export PLATFORM = sky130hd
export DESIGN_NAME = SRJK
export DESIGN_NICKNAME = SRJK
export VERILOG_FILES = /design/flow/design.v
export SDC_FILE = /design/flow/constraint.sdc
export NUM_CORES = 4
export LEC_CHECK = 1
export CORE_AREA = 10 10 110 110
export DIE_AREA = 0 0 120 120
```
`/design/flow/run.sh`:
```
#!/bin/bash
# OpenROAD 26Q1-2900-gdf79404cd8, Yosys 0.63+post, stock flow scripts
make -C /OpenROAD-flow-scripts/flow DESIGN_CONFIG=/design/flow/config.mk WORK_HOME=/design/flow/orfs finish
```
`/design/flow/constraint.sdc`:
```
current_design SRJK

set clk_period 7.3
set clk_io_pct 0.2

create_clock -name clk0 -period $clk_period [get_ports {clk}]

set non_clock_inputs [all_inputs -no_clocks]
set_input_delay [expr $clk_period * $clk_io_pct] -clock clk0 $non_clock_inputs
set_output_delay [expr $clk_period * $clk_io_pct] -clock clk0 [all_outputs]
```
==> results_dict.tcl <==
# yosys + openroad results
set metrics [dict create \
    critPathLaunchType "register" \
    setup_viol 0 \
    top_cells_by_area "dfxtp_1, xor2_1, xnor2_1" \
    peakVddDrop_mv 0.05077 \
    power_density_mw_per_mm2 175.9 \
    warnings 27 \
    numSynthFlops 34 \
    clock-root-buffer "clkbuf_8" \
    crit_path_max_incr_delay_ns 0.48 \
    cp_cell_sequence "clkdlybuf4s50_1" \
    synth_area_sq_mm 0.001524 \
    portBuffers 6 \
    initCoreUtil 0.1559 \
    slew_violations 0 \
    cts_tree "done" \
    untimed_endpoints 3 \
    die-area_sq_mm 0.01440 \
    ys_chip_area_sq_mm 0.001524 \
    fin_skew_ns 0.001226 \
    insertion_delay_ns 0.28 \
    ys_seq_share 0.4532 \
    die_h_um 120 \
    cts_resized 0 \
    clock_power_share 0.426 \
    finalCritPeriodShare 0.3544 \
    finalPower_mw 0.3184 \
    crit_family "buffers and inverters" \
    relSlewSlack 0.5341 \
    place_congestion 0.8431 \
    fin_util 0.1852 \
    insertedDiodeCount 0 \
    pre_cts_slack_ns 4.999 \
    cap_violations 0 \
    p_leak_nw 0.6749 \
    cp.arrival_ns 1.13 \
    critical_path_buf_inv_count 1 \
    synth_cell_types 31 \
    pwr-share-seq 0.568 \
    ys_warn_count 1 \
    grt_pass1_vias 1074 \
    cp_slowest_cell "clkdlybuf4s50_1" \
    switching_share 0.1927 \
    top_cells_by_count "dfxtp_1, nor2_1, xor2_1" \
    dr.pass1.iters 4 \
    tightest_slew_ns 0.6935 \
    io_pins 8 \
    endpoint_kind "primary output" \
    hold_buffers 0 \
    post-route-min-period_ns 2.587 \
    dp_hpwl_um 1965 \
    vias 1161 \
    p_comb_frac 0.006 \
    dp.cells 300 \
    async_reset_ff_frac 0 \
    grt_max_degree 15 \
    clockBufferDepth 2 \
    antenna_found_initial 0 \
    whs_ns 0.4645 \
    setup_slack_ns 4.713 \
    synth-edff-count 1 \
    synth.most_common_cell "dfxtp_1" \
    grt_overflow 0 \
    status "completed" \
    post_cts_buffers 0 \
    clkSlewWorstSetupHoldPaths_ns 0.06 \
    remaining_drc_errors 0 \
    wl_per_cell_um 8.951 \
    drtIter0Drc 55 \
    tns_ns 0 \
    yosysTopAreaCell "dfxtp_1" \
    grt_pass1_wl_um 4781 \
    crit_type "reg -> out" \
    p_int_mw 0.2571 \
    rsz0062_at_grt "no" \
    drive_gt1_frac 0.06897 \
    fin_area_sq_mm 0.001810 \
    netSwitchingPower_mw 0.06137 \
    routed_wl_um 2748 \
    critical_path_peak_fanout 3 \
    unclocked_pins 1 \
    core-area_sq_mm 0.009774 \
    place_area_sq_mm 0.001724 \
    hp-class "reg -> reg" \
    rows 36 \
    synth.avg_cell_area_sq_um 9.236 \
    flop_cell "dfxtp_1" \
    top_area_frac 0.4335 \
    cp.required_ns 5.84 \
    track_usage 0.03791 \
    fillers 1072 \
    hold_viol 0 \
    syn-instance-count 165 \
    antenna_left 0 \
    layout.cells.non_filler 307 \
    htree_levels 2 \
    clock.fmax_mhz 386.5 \
    numCtsBuffers 5 \
    via_per_inst 3.782 \
    ys_cells 165 \
    die_w_um 120 \
    areaGrowthSynthToFinish_pct 18.80 \
]
-- placed cells by master (no fill, tap or decap), types with 3 or more instances in the layout --
| master | count |
|---|---|
| dfxtp_1 | 33 |
| nor2_1 | 13 |
| xor2_1 | 13 |
| nand2_1 | 12 |
| xnor2_1 | 12 |
| nor3_1 | 12 |
| inv_1 | 9 |
| nand3_1 | 8 |
| nor4_1 | 6 |
| nand4_1 | 6 |
| clkbuf_8 | 6 |
| clkdlybuf4s50_1 | 6 |
| or3_1 | 4 |
| nor4b_1 | 4 |
| or4_1 | 4 |
| and3_1 | 3 |
| a21oi_1 | 3 |
-- cell type report --
cell class / count / area [sq um] / share of cell area
repair buffers: 7 / 67.56 / 0.03732
flip-flops and latches: 34 / 690.7 / 0.3815
multi-input cells: 117 / 765.7 / 0.4229
clock buffers: 7 / 86.33 / 0.04768
inverters: 9 / 33.78 / 0.01866
well taps: 133 / 166.4 / 0.09191
-- cells by family (layout without fill, tap and decap cells) --
group | count (synthesis) | after routing | synth area share
compound gates | 10 | 10 | 0.04351
buf+inv | 14 | 23 | 0.04433
simple gates | 80 | 80 | 0.2989
flops | 34 | 34 | 0.4532
xor+xnor | 25 | 25 | 0.1437
fa+ha+maj | 2 | 2 | 0.01642
-- power groups by stage --
| stage | registers (mW) | clock network (mW) | logic [mW] |
|---|---|---|---|
| after CTS | 0.181 | 0.139 | 0.00188 |
| after global routing | 0.181 | 0.148 | 0.00196 |
| final | 0.181 | 0.136 | 0.00187 |
-- registers in the layout, indices dropped and copies added (netlist names) --
signal      flops
count          32
DividedClk      1
SRQ             1
-- worst paths after layout --
check	start	end	slack [ns]	cells after the start
worst max-delay path	DividedClk	ClkDisp	4.71	1
worst max register to register	count[0]	count[18]	5.30	5
worst min-delay path	count[31]	count[31]	0.46	1
worst min register to register	count[31]	count[31]	0.46	1
-- layer usage --
layer  global-route usage  wire length [um]
met4             0.008296                63
met5                    0                 0
met2              0.06121              1193
met3             0.009519               141
met1              0.05028              1350
Power and IR drop assume default switching activity.
