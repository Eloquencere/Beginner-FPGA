==> flow/design.v <==
`timescale 1ns / 1ps
module RJCounter(clk, rst, mode, Q);
    input clk, rst, mode;
    output reg [3:0]Q;
    integer count = 0;
    reg DividedClk = 0;
    always @(posedge clk) 
    begin: ClockDivider
        count <= count + 1;
        if(count == 50_000_000)
        begin
            DividedClk <= ~DividedClk;
            count <= 0;
        end
    end: ClockDivider
    always @(posedge DividedClk)
    begin
        if(rst)
            Q <= 4'd8;
        else
            if(mode)  
                Q <= {~Q[0], Q} >> 1;
            else  
                Q <= {Q[0], Q} >> 1;
    end
endmodule
==> flow/run.sh <==
#!/bin/bash
# OpenROAD 26Q1-2900-gdf79404cd8, Yosys 0.63+post, stock flow scripts
make -C /OpenROAD-flow-scripts/flow DESIGN_CONFIG=/design/flow/config.mk WORK_HOME=/design/flow/orfs finish
==> flow/config.mk <==
export PLATFORM = sky130hd
export DESIGN_NAME = RJCounter
export DESIGN_NICKNAME = RJCounter
export VERILOG_FILES = /design/flow/design.v
export SDC_FILE = /design/flow/constraint.sdc
export NUM_CORES = 4
export LEC_CHECK = 1
export CORE_AREA = 10 10 100 100
export DIE_AREA = 0 0 110 110
==> flow/constraint.sdc <==
current_design RJCounter

set clk_period 3.6
set clk_io_pct 0.2

create_clock -name clk0 -period $clk_period [get_ports {clk}]

set non_clock_inputs [all_inputs -no_clocks]
set_input_delay [expr $clk_period * $clk_io_pct] -clock clk0 $non_clock_inputs
set_output_delay [expr $clk_period * $clk_io_pct] -clock clk0 [all_outputs]
==> job_summary.md <==
## PnR job results

| Metric | Value |
|---|---|
| Cells after Synth | 164 |
| First-pass GRT wire length | 4.93 mm |
| CTS Root Cell | clkbuf_8 |
| Via density | 3.97 |
| Commonest flop | dfxtp_1 |
| Via count | 1095 |
| Status | finished clean |
| Synth cell types | 34 |
| Final count of pins violating max slew | 0 |
| Ys async rst share | 0 |
| Port Buffers | 6 |
| Cycle use final | 0.568 |
| Final WL | 2.76 mm |
| Flop area | 751 sq um |
| Number of post-CTS setup repair buffers | 0 |
| Gr usage total | 0.0496 |
| GRT met3 Usage | 0.0182 |
| Crit Path Category | register to register |
| RSZ-0062 raised after global routing | false |
| Pwr/cell area | 354 nW/um^2 |
| Grt met2 use | 0.0669 |
| Dominant logic cell type in the layout | dfxtp_1 |
| CP cell instances | inv_1, ha_1, nor4b_1, nand2_1, or4_4, nor3_4, nor2_1 |
| Synth Area per Inst | 9.71 sq um |
| Max cap viols | 0 |
| # resized after CTS | 0 |
| Initial antenna violation count | 0 |
| Area growth syn-to-layout | 15.8% |
| Tool warnings | 26 |
| Worst Setup SP | count[0] |
| YS chip area | 1590 sq um |
| Layout Utilization | 0.236 |
| Crit path to | count[2] |
| Initial DRT Pass Iterations | 4 |
| Chip Width | 110 um |
| Worst-case clock skew | 7.15 ps |
| Combinational gate area | 805 sq um |
| Fillers | 826 |
| Commonest cells after routing, fill and taps aside | 36 x dfxtp_1, 19 x nor2_1, 18 x xnor2_1 |
| Crit path required time | 3750 ps |
| Startpoint types | register |
| Max_slew headroom | 0.655 |
| CTS tree | built |
| Die area | 12100 sq um |
| Post-route setup TNS | 0 ps |
| Die Ht | 110 um |
| Placer Congestion | 0.806 |
| Hpwl dp | 1.99 mm |
| Maximum VDD drop | 0.164 mV |
| Diodes inserted | 0 |
| Vias in the first global route | 1054 |
| FP Rows | 32 |
| Final setup viols | 0 |
| Synth Warn # | 1 |
| Count of unclocked register or latch pins | 4 |
| Post-Syn Area | 1590 sq um |
| Grt ovf | 0 |
| Endpoint type of the worst setup path | register |
| CTS clock-pin slew for the worst setup and hold paths | 60 ps |
| Leakage | 0.627 nW |
| Clock buffer depth | 2 |
| Layout cell share with drive strength beyond 1 | 0.0747 |
| Hold path depth | 1 |
| Cts hold-fix bufs | 0 |
| Post-route ant nets | 0 |
| Residual DRC count | 0 |
| R2R Setup Slk | 1550 ps |
| FF-to-FF Start | count[0] |
| Maximum fanout along the worst path | 13 |
| Slowest stage delay, CP | 460 ps |
| Core Area | 7810 sq um |
| Worst R2R End | count[2] |
| GR peak layer | met1 |
| Synth Seq Share | 0.471 |
| Late-Pin Clk Latency | 290 ps |
| CTS Buf Count | 5 |
| CP arrival | 2200 ps |
| Pin count of the biggest net entering global routing | 14 |
| HP Class | register to register |
| R2R cell count | 7 |
| Yosys Instances | 164 |
| Number of H-tree levels | 2 |
| Worst-Margin Slew | 516 ps |
| Initial Util | 0.204 |
| Registers, synthesis | 37 |
| Initial DRC count | 20 |
| Minimum clock period | 2050 ps |
| Post-synth EDFFs | 1 |
| Final Hold Viols | 0 |
| Max frequency | 489 MHz |
| WL per Instance | 10.0 um |
| Slowest cell on crit path | or4_4 |
| Boundary pin count | 7 |
| Endpoints left unconstrained | 8 |
| Met1 usage | 0.0751 |
==> power by group <==
part / internal [mW] / switching, mW
clock network: 0.156 / 0.127
logic: 0.00273 / 0.00128
registers: 0.367 / 0
total: 0.525 / 0.128
==> area by class of cell <==
type	count	share of cell area
flip-flops and latches	37	0.407
well taps	102	0.0692
inverters	3	0.00611
clock buffers	8	0.0488
multi-input cells	120	0.436
repair buffers	6	0.0326
==> synthesized netlist by cell type (all sizes together) (3+ instances only) <==
cell type,instances,area [sq um]
nor2,19,71.3
nand2,14,52.6
xor2,11,96.3
nor3,6,46.3
nand4,8,50.1
xnor2,18,158
nand3,9,45.0
dfxtp,36,721
and4,3,26.3
nor2b,4,25.0
buf,3,21.3
nor4b,3,32.5
inv,3,11.3
and3,6,37.5
==> cell families (layout without fill, tap and decap cells) <==
family / count (synthesis) / in the layout / synth area share
simple gates: 84 / 84 / 0.307
buf+inv: 7 / 17 / 0.0236
flops: 37 / 37 / 0.471
fa+ha+maj: 2 / 2 / 0.0157
compound gates: 5 / 5 / 0.0228
xor+xnor: 29 / 29 / 0.159
==> flip-flops by register name (all words and copies together) (netlist names) <==
name and flops:
count 32, Q 4, DividedClk 1
==> through the flow <==
stage | setup WS, ps | total power, mW | hold WS [ps] | area [sq um] | std cells
after detailed placement | 1550 | 0.379 | 454 | 1750 | 268
after global placement | 1550 | 0.379 | 451 | 1750 | 268
after global routing | 1320 | 0.687 | 489 | 1840 | 276
after floorplan | 1880 | 0.376 | 435 | 1590 | 164
final | 1550 | 0.653 | 464 | 1840 | 276
after CTS | 1530 | 0.663 | 466 | 1840 | 276
==> worst min path at each step <==
stage	startpoint	to	slack, ps
CTS	count[31]	count[31]	470
global route	count[31]	count[31]	490
finish	count[31]	count[31]	460
==> critical path, delay by kind of cell (launching register included) <==
family,cells,cell delay [ps]
fa+ha+maj,1,130
simple gates,5,1370
buf+inv,1,70
flops,1,340
==> layer usage <==
metal / wire length [um] / vias up / part of all wire
met1: 1510 / 490 / 0.55
met3: 180 / 6 / 0.065
li1: - / 584 / -
met5: 0 / - / 0
met4: 37 / 0 / 0.013
met2: 1040 / 15 / 0.38
No activity file was given, so power comes from the tool's default toggle rates.
